===== flow/design.v =====
module fifo #(parameter  LOGSIZE = 2,    
                         WIDTH = 4)      
	    (input clk,reset,rd,wr, input [WIDTH-1:0] din,
             output full,empty,overflow, output [WIDTH-1:0] dout);
  parameter SIZE = 1 << LOGSIZE;   
  reg [WIDTH-1:0] fifo[SIZE-1:0];    
  reg overflow;			 
  reg [LOGSIZE-1:0] wptr,rptr;   
  wire [LOGSIZE-1:0] wptr_inc = wptr + 1;
  assign empty = (wptr == rptr);
  assign full = (wptr_inc == rptr);
  assign dout = fifo[rptr];
  always @(posedge clk) begin
    if (reset) begin
      wptr <= 0;
      rptr <= 0;
      overflow <= 0;
    end
    else if (wr) begin
      fifo[wptr] <= din;
      wptr <= wptr_inc;
      overflow <= overflow | (wptr_inc == rptr);
    end
    if (rd && (!empty || overflow)) begin
      rptr <= rptr + 1;
      overflow <= 0;
    end
  end
endmodule

===== flow/run.sh =====
#!/bin/bash
# OpenROAD 26Q1-2900-gdf79404cd8, Yosys 0.63+post, stock flow scripts
make -C /OpenROAD-flow-scripts/flow DESIGN_CONFIG=/design/flow/config.mk WORK_HOME=/design/flow/orfs finish

===== flow/config.mk =====
export PLATFORM = sky130hd
export DESIGN_NAME = fifo
export DESIGN_NICKNAME = fifo
export VERILOG_FILES = /design/flow/design.v
export SDC_FILE = /design/flow/constraint.sdc
export NUM_CORES = 4
export LEC_CHECK = 1
export CORE_AREA = 10 10 84 84
export DIE_AREA = 0 0 94 94

===== flow/constraint.sdc =====
current_design fifo

set clk_period 2.3
set clk_io_pct 0.2

create_clock -name clk0 -period $clk_period [get_ports {clk}]

set non_clock_inputs [all_inputs -no_clocks]
set_input_delay [expr $clk_period * $clk_io_pct] -clock clk0 $non_clock_inputs
set_output_delay [expr $clk_period * $clk_io_pct] -clock clk0 [all_outputs]

==> Implementation_results.wiki <==
== Metrics ==
{| class="wikitable"
! Metric !! Value
|-
| Combined area of all synthesized cells || just under 0.001 mm²
|-
| Global-route wire length before repair || about 2700 µm
|-
| Psw || 0.0002821 W
|-
| Die extent in y || 94 µm
|-
| Number of warning messages in the yosys log || 1
|-
| Finish-stage setup viols || 0
|-
| Detailed placement HPWL || about 1300 µm
|-
| WP data required || about 1800 ps
|-
| Ratio of total power to cell area || 871.4 mW/mm²
|-
| Average wire per standard cell || 11.49 µm
|-
| Initial Util || approximately a fifth
|-
| Leakage power || 0.4456 nW
|-
| Peak VDD IR || about 370 µV
|-
| Worst hold path class || reg2reg
|-
| Clock root cell || sky130_fd_sc_hd__clkbuf_8
|-
| R2R Path Start || rptr[0]$_DFFE_PP_
|-
| Number of global-route vias before repair || 548
|-
| Run status || complete, no violations
|-
| Clock transition at the register clock pins on the worst setup and hold paths after CTS || roughly 70 ps
|-
| Worst hold stages || 2
|-
| CP max FO || 5
|-
| Number of optimization iterations in the first detailed-route pass || 3
|-
| DRT Wirelength || ~1700 µm
|-
| Minimum period implied by the final worst setup slack || roughly 2200 ps
|-
| Switching part of the total power || 25.07%
|-
| Most common library cell in the layout ignoring fill and taps || sky130_fd_sc_hd__edfxtp_1
|-
| Number of antenna violations at the first check in global routing || 0
|-
| Total routing usage reported by global routing || under 10%
|-
| Number of standard cells reported by yosys || 58
|-
| Later-pin clock latency in the skew report || between 200 and 300 ps
|-
| Largest net degree at the start of global routing || 14
|-
| Number of buffers created by CTS || 3
|-
| Number of instances in the synthesized netlist || 58
|-
| Max-slew headroom || ~77%
|-
| Chip area estimate from yosys synthesis || around 1000 µm²
|-
| Cell area leaders || sky130_fd_sc_hd__edfxtp_1, sky130_fd_sc_hd__dfxtp_1, sky130_fd_sc_hd__mux4_2
|-
| Element type at the critical path end || output pin
|-
| Final Hold Slack || about 560 ps
|-
| Hold Crit Endpoint || wptr[1]$_SDFFE_PP0P_
|-
| Combinational group share of total power || between 20% and 30%
|-
| PortBufs || 14
|-
| Power Internal || between 0.0008 and 0.0009 W
|-
| Share of the synthesized area in the top cell type || between 50% and 60%
|-
| Category of the critical setup timing path || reg2out
|-
| Total vias in the final route || about 500
|-
| Number of DRC violations after detailed routing || 0
|-
| Type of origin of the critical path || register
|-
| Total number of warnings across the stage logs || 28
|-
| Max Cap Viol || 0
|-
| Filler cell count in the final layout || around 540
|-
| Final period utilization || 94.33%
|-
| Clock Skews || roughly 5.4 ps
|-
| Vias per inst || approximately 3.4
|-
| Number of placement rows || 26
|-
| Number of post-CTS setup repair buffers || 0
|-
| Ys flops || 23
|-
| Cell type with the highest aggregate area in the netlist || sky130_fd_sc_hd__edfxtp_1
|-
| Horizontal die size || ~94 µm
|-
| RSZ-0062 raised after global routing || false
|-
| Num Clock Sinks || 23
|-
| Die area || roughly 0.009 mm²
|-
| Overflow left after global routing || 0
|-
| Total number of H-tree levels || 1
|-
| Layout area overhead || 30.96%
|-
| Setup Total Neg Slack || 0 ps
|-
| Clock tree from TritonCTS || done
|-
| Iter 0 DRT Violations || 15
|-
| Share of cells above drive strength 1 || 20.78%
|-
| Fmax || around 0.46 GHz
|-
| Tally of unique sky130hd cells used after synthesis || 18
|-
| Number of nets with antenna violations after routing || 0
|-
| Ant. Diodes || 0
|-
| Actual slew at the worst max-slew pin || 346.7 ps
|-
| Reg-to-reg setup timing slack || roughly 820 ps
|-
| Core Area || between 0.005 and 0.006 mm²
|-
| Data arrival time at the worst-slack endpoint || about 1700 ps
|-
| Power share of the clock group || between 20% and 30%
|-
| Register share of total power || 49.6%
|-
| Final RePlAce weighted congestion || between 0.7 and 0.8
|-
| Max-slew violation count || 0
|-
| Synthesized area divided by synthesized cell count || 17.00 µm²
|-
| Worst-case clock buffer depth || 2
|-
| Worst Reg-to-Reg Cells || 3
|-
| Critical hold path startpoint || wptr[1]$_SDFFE_PP0P_
|-
| Fin. Hold Viols || 0
|-
| Sequential-to-total area share from yosys stat || around two thirds
|-
| Total I/O pin count || 15
|-
| Reg-to-reg endpoint || rptr[1]$_DFFE_PP_
|-
| Most frequently placed logic cells in the final layout || sky130_fd_sc_hd__edfxtp_1, sky130_fd_sc_hd__clkdlybuf4s50_1, sky130_fd_sc_hd__nor2_1
|}
==> metal layers <==
| layer | up-vias | track usage, % | routed length, µm | part of all wire [%] |
|---|---|---|---|---|
| li1 | 250 | - | - | - |
| met4 | 0 | 0.1266 | 0 | 0 |
| met2 | 22 | 5.300 | 652 | 39 |
| met3 | 0 | 3.150 | 257 | 15 |
| met1 | 231 | 5.127 | 779 | 46 |
| met5 | - | 0 | 0 | 0 |
==> logic make-up (layout without fill, tap and decap cells) <==
kind of cell | Yosys count | count (layout) | synth area share, %
adders and majority gates | 4 | 4 | 5.076
buffers and inverters | 2 | 21 | 0.7617
DFF | 23 | 23 | 64.98
AOI/OAI and AO/OA | 2 | 2 | 3.046
muxes | 7 | 7 | 12.18
xor gates and xnor gates | 5 | 5 | 5.204
and+or+nand+nor | 15 | 15 | 8.757
==> repair_timing <==
item / CTS / global route
endpoints found under the setup margin: 1 / 1
pin swaps: 1 / 0
hold buffers: 0 / 0
gates resized: 1 / 3
==> critical path, stage by stage, from the launching register on <==
cell	delay (ps)
sky130_fd_sc_hd__dfxtp_4	370
sky130_fd_sc_hd__inv_1	80
sky130_fd_sc_hd__ha_4	280
sky130_fd_sc_hd__xnor2_2	110
sky130_fd_sc_hd__and2_2	160
sky130_fd_sc_hd__clkdlybuf4s50_1	460
==> synthesized netlist by cell type <==
master                     number
sky130_fd_sc_hd__and2_2         1
sky130_fd_sc_hd__xnor2_1        3
sky130_fd_sc_hd__mux2i_1        3
sky130_fd_sc_hd__edfxtp_1      18
sky130_fd_sc_hd__nor2_1         5
sky130_fd_sc_hd__dfxtp_1        5
sky130_fd_sc_hd__nor2b_1        1
sky130_fd_sc_hd__inv_1          2
sky130_fd_sc_hd__mux4_2         4
sky130_fd_sc_hd__o31ai_4        1
sky130_fd_sc_hd__xor2_1         1
sky130_fd_sc_hd__ha_1           4
sky130_fd_sc_hd__or2b_1         1
sky130_fd_sc_hd__and2_1         4
sky130_fd_sc_hd__and3b_1        1
sky130_fd_sc_hd__xor2_2         1
sky130_fd_sc_hd__a31o_2         1
sky130_fd_sc_hd__nand2b_1       2
==> sequential cells by signal, indices dropped and copies added (netlist names), named ones only <==
name	flops
fifo	16
rptr	2
wptr	2
overflow	1
==> how the worst max path moves through the flow <==
stage / startpoint / endpoint / cells past startpoint
finish: wptr[1]$_SDFFE_PP0P_ / full / 5
CTS: wptr[1]$_SDFFE_PP0P_ / full / 5
global route: wptr[1]$_SDFFE_PP0P_ / full / 5
==> power by group through the flow <==
stage	sequential [W]	combinational (W)	clock, W
after global routing	0.000569	0.000365	0.000269
final	0.000558	0.000328	0.000239
after CTS	0.000557	0.000322	0.000246
==> metrics by stage <==
stage,setup WS [ps],total power (W),area [µm²],util [%],std cells
4_1_cts,12.11,0.001125,1269,24.38,147
3_5_place_dp,222.6,0.0008839,1221,23.46,143
6_report,130.4,0.001125,1291,24.81,147
2_1_floorplan,711.1,0.0007249,985.9,-,58
3_3_place_gp,252.9,0.0008805,1221,23.46,143
5_1_grt,33.73,0.001202,1291,24.81,147
==> cell type report <==
cell class,count,area (µm²),share of cell area [%]
Sequential cell,23,644.4,49.90
Multi-Input combinational cell,33,357.8,27.71
Timing Repair Buffer,15,147.6,11.43
Tap cell,70,87.58,6.783
Clock buffer,3,41.29,3.198
Inverter,2,7.507,0.5814
Clock inverter,1,5.005,0.3876
Power is estimated from default activity; no workload was simulated.
